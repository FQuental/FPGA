<file path="flow/config.mk">
export PLATFORM = sky130hd
export DESIGN_NAME = operacao
export DESIGN_NICKNAME = operacao
export VERILOG_FILES = /design/flow/design.v
export SDC_FILE = /design/flow/constraint.sdc
export NUM_CORES = 4
export LEC_CHECK = 1
export CORE_AREA = 10 10 77 77
export DIE_AREA = 0 0 87 87
export SYNTH_HDL_FRONTEND = slang
</file>
<file path="flow/constraint.sdc">
current_design operacao

set clk_period 2.2
set clk_io_pct 0.2

create_clock -name clk0 -period $clk_period [get_ports {clk}]

set non_clock_inputs [all_inputs -no_clocks]
set_input_delay [expr $clk_period * $clk_io_pct] -clock clk0 $non_clock_inputs
set_output_delay [expr $clk_period * $clk_io_pct] -clock clk0 [all_outputs]
</file>
<file path="flow/design.v">
module operacao (A,B, clk, rst, Hab, Operacao, Fim, Sinal, Result);
input [3:0] A, B;
input clk, rst, Hab, Operacao;
output reg Fim;
output reg Sinal;
output reg [4:0] Result;
reg signed[4:0] tempa, tempb, tempoper;
always @ (posedge clk or posedge rst)
begin
	tempa = 0;
    	tempb = 0;
    	tempoper = 0;
	tempa = {1'b0, A};
	tempb = {1'b0, B};
    	if (rst) 
		begin
			Result <= 0;
			Fim <= 0;
			Sinal <= 0;
		end
	else 	
		begin
			if(Hab)
			if(!Fim) 
				begin
					if (~Operacao) 
						begin
							tempoper = tempa + tempb;
							Sinal <= 0;
						end
					else 
						begin
							tempoper = tempa - tempb;
							if (tempoper[4] == 1)
								begin
									tempoper[4:0] = (~tempoper[4:0])  + 5'b1 ;  
									Sinal <= 1;
								end
							else 
								Sinal <= 0;
						end
						Result <= tempoper;
						if (Result == tempoper) 
							Fim <= 1;
						end
						else                   
							Fim <= 0;	
     				end
  		end
endmodule	
</file>
<file path="flow/run.sh">
#!/bin/bash
# OpenROAD 26Q1-2900-gdf79404cd8, Yosys 0.63+post, stock flow scripts
make -C /OpenROAD-flow-scripts/flow DESIGN_CONFIG=/design/flow/config.mk WORK_HOME=/design/flow/orfs finish
</file>
==> flow_results.org <==
#+TITLE: Synthesis and PnR summary

** Final timing
- Hold-check failures listed in the final report amount to 0.
- Setup repair after global routing could not meet its margin everywhere.
- The worst-case max-slew headroom was logged as 0.725.
- Final Skew :: 0.000184 ns
- For the pin with the worst max-slew slack, the measured transition is 0.413 ns.
- Endpoints with negative setup slack in the final report add up to 1.
- Across all setup checks in the final design, the least slack found is -0.104 ns.
- Maximum frequency from static timing analysis :: approximately 430 MHz
- Post-route period utilization is reported as 1.05.
- Min Tclk post-route :: 2.30 ns
- Hold timing on the final database bottoms out at a slack of 0.446 ns.
- Setup tns final :: -0.104 ns
- Max-slew check failures listed in the final report amount to 0.

** Clocking
- In the CTS report, the clock slew at the register clock pins of the worst setup and hold paths is listed as roughly 0.04 ns.
- Buffer depth of the longest clock path :: 2
- H-tree Lvls :: 1
- CTS tree :: yes
- The later pin in the worst-skew pair is clocked with a latency of 0.22 ns.
- Clock buffers created by TritonCTS :: 3
- The tree built by TritonCTS fans out to 7 sinks.
- The post-CTS hold buffer count recorded in the log is 0.
- Root Buffer Master :: sky130_fd_sc_hd__clkbuf_8

** Critical path
- Max Fanout on Critical Path :: 3
- Crit path kind :: input port to register
- Setup crit end kind :: register
- STA puts the critical path data required time at 2.33 ns.
- STA classifies the critical path startpoint as an input port.
- Data arrival at the endpoint of the critical path :: 2.43 ns

** Die
- Count of standard-cell rows :: 24
- Measured along the x axis, the die boundary spans 87 um.
- Total core area :: approximately 4400 um^2
- The chip occupies 7570 um^2.
- Pin placement for this block handled 19 I/O pins.
- Die height :: slightly below 90 um
- The share of the core area taken by cells at floorplan is 0.195.

** Detailed routing
- Total number of vias :: 798
- 1st-pass router iterations :: 3
- The highest metal layer carrying signal wires in the routed design is met3.
- After detailed routing, the total wire length is 2050 um.
- The detailed router put a total of 992 um of wire on met1.
- Average wire per cell in the routed design :: 10.6 um
- Length of routed met3 wiring :: 80 um
- Vias/cell :: around 4.1
- Number of nets with antenna violations after routing :: 0
- Number of DRC markers in iteration 0 :: 22
- DRC violations left :: 0
- 0 antenna diodes ended up in the layout.
- DR WL met2 :: approximately 980 um

** Synth
- Synth flops :: 7
- Of all cell types, the one taking the most synthesized area is sky130_fd_sc_hd__dfrtp_1.
- In the Yosys report the total cell count is 98.
- Yosys-reported design area after synthesis :: 850 um^2
- Top cells by area :: sky130_fd_sc_hd__dfrtp_1, sky130_fd_sc_hd__ha_1, sky130_fd_sc_hd__inv_1
- Of all flip-flops after synthesis, the portion carrying an async set or reset was 1.00.
- Register area share after synthesis :: 0.206
- Dominant synthesized flop cell :: sky130_fd_sc_hd__dfrtp_1
- Summing every instance area after synthesis gives 850 um^2.
- The post-synth count of flops with an enable pin is 0.
- A synthesized cell averages 8.67 um^2.
- During synthesis, Yosys emitted a total of 0 warnings.
- After synthesis, the most frequently instantiated cells are sky130_fd_sc_hd__inv_1, sky130_fd_sc_hd__ha_1, sky130_fd_sc_hd__dfrtp_1, sky130_fd_sc_hd__nand2_1.
- Synthesized instance count :: 98
- Max-area cell share :: 0.206
- Most used standard cell by instance count after synthesis :: sky130_fd_sc_hd__inv_1
- The synthesized netlist contains 36 unique library cells.

** Global routing
- Wire length of the first global-routing pass :: 3550 um
- Number of antenna violations at the first check in global routing :: 0
- Maximum number of pins on one net before global-route repair :: 13
- Global-route usage over all layers :: 0.0547
- Sum of overflow across all layers after global routing :: 0
- Via count of the first global-routing pass :: 805

** Status
- Outcome :: finished, violations left
- The final reports fail on setup timing.

** Placed design
- The placement report lists the number of port buffers as 18.
- HPWL after detailed placement :: around 1800 um
- Worst Setup Slack post-DPL :: -0.779 ns
- Global placement routability congestion :: 0.805

** Finish
- In the final layout, flip-flops and latches occupy 175 um^2.
- The final report gives the core utilization as 0.338.
- In the final layout, the multi-input gates occupy 748 um^2.
- The area growth from synthesis to layout is 73.0%.
- Fill cell total of the finished layout :: 438
- Fraction of final layout cells sized beyond drive strength 1 :: 0.433

** Power and ir drop
- The switching portion of total power comes to 0.322.
- Of the total power, combinational logic draws 0.546.
- Sum of internal, switching and leakage power :: 0.826 mW
- Pwr dens :: 562 nW/um^2
- Static leakage power :: 0.646 nW
- Power spent charging and discharging nets :: 0.266 mW
- Sequential fraction of design power :: 0.238
- Power share of the clock group :: 0.216
- Internal portion of total power :: between 0.5 and 0.6 mW
- Worst ir drop on vdd :: 0.000258 V

** Job
- Number of warnings the tools reported :: 32
- Per the run summary, max-cap violations total 0.

** Hold path
- Path category of the worst min-delay check :: input port to async pin
[final cells by class]
type                            instances  area share
Clock buffer                            4      0.0306
Inverter                               15      0.0468
Multi-Input combinational cell         73       0.509
Sequential cell                         7       0.119
Tap cell                               52      0.0443
Timing Repair Buffer                   42       0.250
[per-stage QoR]
stage	instances	area (um^2)
floorplan	98	918
global placement	188	1310
detailed placement	188	1310
CTS	193	1390
global route	193	1470
finish	193	1470
[path summary, 6_finish.rpt]
check	from	to	slack, ns	cells past startpoint
max	A[0]	Fim	-0.10	11
min	rst	Result[1]	0.45	2
max reg2reg	Fim	Fim	0.89	4
min reg2reg	Sinal	Sinal	0.48	2
max in group asynchronous	rst	Result[3]	1.54	2
min in group clk0	Sinal	Sinal	0.48	2
[flip-flops by register name (all words and copies together), names as in the netlist]
name	count
Fim	1
Result	5
Sinal	1
[critical path, cell delays in order]
cell                       delay [ns]
sky130_fd_sc_hd__buf_12          0.11
sky130_fd_sc_hd__inv_12          0.04
sky130_fd_sc_hd__ha_4            0.12
sky130_fd_sc_hd__inv_2           0.04
sky130_fd_sc_hd__fa_2            0.48
sky130_fd_sc_hd__or2b_1          0.24
sky130_fd_sc_hd__o221a_1         0.27
sky130_fd_sc_hd__nand2b_4        0.16
sky130_fd_sc_hd__mux2i_4         0.17
sky130_fd_sc_hd__nor3_2          0.08
sky130_fd_sc_hd__o41ai_2         0.29
[power by group through the flow]
stage,Combinational [mW],Clock [mW],Sequential (mW)
finish,0.451,0.179,0.196
global route,0.504,0.191,0.202
CTS,0.427,0.183,0.197
[metal layers]
metal / vias to the layer above / global-route usage
met5: - / 0
met2: 14 / 0.0859
met3: 0 / 0.0123
met1: 361 / 0.0774
li1: 423 / -
met4: 0 / 0.00442
[cells by family after synthesis]
kind of cell / count (synthesis) / share of synthesized area
AND-OR/OR-AND: 24 / 0.221
XOR/XNOR: 7 / 0.0722
adder cells (fa/ha/maj): 11 / 0.180
buffers and inverters: 18 / 0.0928
flip-flops: 7 / 0.206
multiplexers: 5 / 0.0648
AND/OR/NAND/NOR: 26 / 0.163
[timing repair]
action | 4_1_cts | 5_1_grt
pin swaps | 6 | 13
setup buffers | 1 | 1
setup endpoints to repair | 5 | 5
endpoints found under the hold margin | 0 | 0
resized | 18 | 26
[cell usage in the layout (no fill, tap or decap), types with 3 or more instances in the layout]
| cell type | n |
|---|---|
| sky130_fd_sc_hd__xnor2_1 | 3 |
| sky130_fd_sc_hd__inv_2 | 5 |
| sky130_fd_sc_hd__clkdlybuf4s50_1 | 12 |
| sky130_fd_sc_hd__nor2_1 | 3 |
| sky130_fd_sc_hd__nand2b_1 | 4 |
| sky130_fd_sc_hd__inv_1 | 9 |
| sky130_fd_sc_hd__dfrtp_1 | 7 |
| sky130_fd_sc_hd__ha_4 | 4 |
| sky130_fd_sc_hd__nand2_1 | 6 |
| sky130_fd_sc_hd__buf_4 | 25 |
| sky130_fd_sc_hd__o31ai_1 | 3 |
| sky130_fd_sc_hd__clkbuf_8 | 3 |
| sky130_fd_sc_hd__mux2i_1 | 3 |
| sky130_fd_sc_hd__o21ai_0 | 3 |
| sky130_fd_sc_hd__ha_1 | 5 |
No activity file was given, so power comes from the tool's default toggle rates.
