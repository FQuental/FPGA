### flow/run.sh
#!/bin/bash
# OpenROAD 26Q1-2900-gdf79404cd8, Yosys 0.63+post, stock flow scripts
make -C /OpenROAD-flow-scripts/flow DESIGN_CONFIG=/design/flow/config.mk WORK_HOME=/design/flow/orfs finish
### flow/config.mk
export PLATFORM = sky130hd
export DESIGN_NAME = registro
export DESIGN_NICKNAME = registro
export VERILOG_FILES = /design/flow/design.v
export SDC_FILE = /design/flow/constraint.sdc
export NUM_CORES = 4
export LEC_CHECK = 1
export CORE_AREA = 10 10 70 70
export DIE_AREA = 0 0 80 80
### flow/design.v
module registro (In, clk, rst, Hab, Saida, Fim);
input wire [3:0] In;
input wire clk;
input wire rst;
input wire Hab;
output reg [3:0] Saida;
output reg Fim;
always @ ( posedge clk or posedge rst )
begin
	if (rst)
		 begin
			Saida <= 0;
			Fim <= 0;
		  end
	else
		if (Hab)
			begin
				if(!Fim)
					begin
						Saida <= In;
						if (Saida == In)
							Fim <= 1;
					end
			end
		else
			Fim <=0;
end
endmodule
### flow/constraint.sdc
current_design registro

set clk_period 1.3
set clk_io_pct 0.2

create_clock -name clk0 -period $clk_period [get_ports {clk}]

set non_clock_inputs [all_inputs -no_clocks]
set_input_delay [expr $clk_period * $clk_io_pct] -clock clk0 $non_clock_inputs
set_output_delay [expr $clk_period * $clk_io_pct] -clock clk0 [all_outputs]
==> summary.txt <==
impl run done, here's what came out: busiest grt layer=met2, GRT Total Usage=2.577%, pin count of the biggest net entering global routing=6, DRT iter0 DRCs=8, global placer's final weighted congestion=0.6846, Least-Margin Pin Slew=290.2 ps, crit end category=register, r2r endpoint=Fim, Setup crit end=Fim, grt met2 use=5.859%, Fillers=395, Max-Cap Viols=0, DIE AREA=between 6000 and 7000 um2, FF-to-FF setup slack=~160 ps, mapped cell area=235.2 um2, LEAKAGE=0.0002251 uW, sw frac=between 20% and 30%, Setup Total Neg Slack=0 ps, clock share of power=35.1%, worst rel slew slack=80.61%, highest clock rate=0.8788 GHz, Psw=119.8 uW, Core Area=3416 um2, reg2reg start=Saida[0], Tcrit/Tclk final=87.53%, clk slew on worst S/H paths=about 40 ps, DIE WIDTH=approximately 80 um, CP Launch Type=register, Setup crit start=Saida[0], Comb area=106.4 um2, synthesis-to-layout area growth=95.74%, met1 Usage GRT=between 1.5 and 2%, yosys cell count=26, # rows=21, Residual DRC=0, DRT Wirelength=778 um, Hold Path Class=input port to async pin, PortBufs=11, Detailed Place HPWL=661.9 um, DR WL/cell=between 8 and 9 um, CTS Buf Count=3, antenna violations before repair=0, Mapped Cells=26, ANT nets after route=0, status=finished clean, Comb pwr share=27.1%, Setup violations, final=0, Synth cell types=8, clock latency (worst-skew pair)=240 ps, total grt overflow=0, synth warn=1, number of global-route vias before repair=278, Top Layout Cells=nand2_1, clkdlybuf4s50_1, dfrtp_1, dlygate4sd2_1, buf_4, cells along the critical path=buf_4 > xor2_1 > nor4_1 > o21a_1, share of post-route cells with drive strength above 1=17.39%, slowest library cell on the worst path=dfrtp_1, # diodes=0, drt pass-1 iters=4, fp_density=between 6 and 7%, clk buf depth=2, WP data required=about 1500 ps, hold_ws=221.7 ps, first-pass GRT wire length=around 1300 um, Mean Syn Cell Area=9.047 um2, Worst Path Max Fanout=2, htree depth=1, vias per std cell=roughly 2.5, max-slew violations=0, Seq share, synth=53.19%, yosys stat chip area=235.2 um2, Seq pwr share=37.8%, total number of vias=~230, post-route minimum period=1138 ps, Synthesized registers=5, Setup Skew=2.361 ps, Internal Power=around 370 uW, maximum vdd drop=between 0.0001 and 0.00015 V, worst setup path class=register to register, GRT met3 Usage=1.136%, # IOs=12, Num Clock Sinks=5, Cell Pwr Density=1072 nW/um2, Critical Path AT=approximately 1300 ps, register area=125.1 um2, Log Warnings=25, root buffer cell=clkbuf_4, hold buffer count at CTS=0, RSZ-0062 raised after global routing=false, slowest cell delay on critical path=370 ps, Die Y=80 um, Final Hold Fails=0, Worst R2R Path Depth=4, most common logic cell in the routed design=nand2_1, CTS tree=yes
-- cell families after synthesis --
group / Yosys count / synth area share [%]
and+or+nand+nor: 15 / 27.13
DFF: 5 / 53.19
xor gates and xnor gates: 4 / 14.89
buffers and inverters: 1 / 1.594
AOI/OAI and AO/OA: 1 / 3.193
-- state kept, by name, indices dropped and copies added, names as in the netlist --
register,flops
Fim,1
Saida,4
-- power by group through the flow --
stage	registers, uW	clock network, uW	logic [uW]
after CTS	187	183	136
after global routing	189	187	151
final	186	173	134
-- timing repair --
item                       4_1_cts  5_1_grt
gates resized                    5        0
setup endpoints to repair        5        0
buffers inserted                 5        0
-- routing by layer --
| metal | share of wire, % | vias to the layer above |
|---|---|---|
| met1 | 27 | 112 |
| met5 | 0 | - |
| met2 | 70 | 1 |
| met4 | 0 | 0 |
| met3 | 3.5 | 0 |
| li1 | - | 120 |
-- worst min path at each step --
| stage | endpoint | from | slack (ps) | cells past startpoint |
|---|---|---|---|---|
| after CTS | Saida[1] | rst | 220 | 2 |
| final | Saida[1] | rst | 220 | 2 |
| after global routing | Saida[1] | rst | 230 | 2 |
-- critical path, delay by kind of cell (launching register included) --
kind / cells / cell delay [ps]
AOI/OAI and AO/OA: 1 / 140
xor gates and xnor gates: 1 / 150
and+or+nand+nor: 1 / 270
DFF: 1 / 370
buffers and inverters: 1 / 140
-- cells in the mapped netlist --
cell type | number | area (um2)
inv_1 | 1 | 3.750
dfrtp_1 | 5 | 125.1
nor4_1 | 1 | 6.260
nor2b_1 | 1 | 6.260
nand2_1 | 12 | 45.04
o21a_1 | 1 | 7.510
xor2_1 | 4 | 35.03
nand2b_1 | 1 | 6.260
-- area by class of cell --
class / count / area share [%]
inverters: 1 / 0.8152
repair buffers: 16 / 30.71
well taps: 46 / 12.50
flip-flops and latches: 5 / 27.17
clock buffers: 4 / 5.707
multi-input cells: 20 / 23.10
-- per-stage QoR --
stage	setup WS [ps]	area (um2)	util, %	cells	power (uW)
finish	162.1	460.4	13.48	92	493.7
floorplan	339.4	235.2	-	26	232.5
global placement	-14.97	402.9	11.79	83	307.3
detailed placement	-34.86	402.9	11.79	83	310.2
global route	110.3	460.4	13.48	92	525.9
CTS	154.9	460.4	13.48	92	506.1
Power and IR drop assume default switching activity.
