$ cat flow/run.sh
#!/bin/bash
# OpenROAD 26Q1-2900-gdf79404cd8, Yosys 0.63+post, stock flow scripts
make -C /OpenROAD-flow-scripts/flow DESIGN_CONFIG=/design/flow/config.mk WORK_HOME=/design/flow/orfs finish
$ cat flow/config.mk
export PLATFORM = sky130hd
export DESIGN_NAME = cnt
export DESIGN_NICKNAME = cnt
export VERILOG_FILES = /design/flow/design.v
export SDC_FILE = /design/flow/constraint.sdc
export NUM_CORES = 4
export LEC_CHECK = 1
export CORE_AREA = 10 10 70 70
export DIE_AREA = 0 0 80 80
$ cat flow/constraint.sdc
current_design cnt

set clk_period 1.4
set clk_io_pct 0.2

create_clock -name clk0 -period $clk_period [get_ports {clk}]

set non_clock_inputs [all_inputs -no_clocks]
set_input_delay [expr $clk_period * $clk_io_pct] -clock clk0 $non_clock_inputs
set_output_delay [expr $clk_period * $clk_io_pct] -clock clk0 [all_outputs]
$ cat flow/design.v
module cnt(display, leds, clk, rst0, rst1);
input  wire clk, rst0, rst1;
output wire [6:0] display;
output wire [3:0] leds;
wire w_rst_cond;  
reg [3:0] intReg;  
assign leds = intReg;  
assign w_rst_cond = (rst0 & rst1);  
always @(negedge clk or posedge w_rst_cond)
begin
	if (w_rst_cond == 1'b1)
		intReg <= 4'b0;
	else
		if (intReg == 4'd9) 
			intReg <= 4'b0;
    		else           
			intReg <= intReg + 1;
end
decodDisplay U1(intReg, display);
endmodule
module decodDisplay (codigo_BCD, display);
	input      [3:0]   codigo_BCD;
        output reg [6:0]   display;
        parameter   branco  = 7'b111_1111; parameter   zero    = 7'b100_0000;
        parameter   um      = 7'b111_1001; parameter   dois    = 7'b010_0100;
        parameter   tres    = 7'b011_0000; parameter   quatro  = 7'b001_1001;
        parameter   cinco   = 7'b001_0010; parameter   seis    = 7'b000_0010;
        parameter   sete    = 7'b111_1000; parameter   oito    = 7'b000_0000;
        parameter   nove    = 7'b001_1000;
        always @(codigo_BCD)
          case(codigo_BCD)
             0:        display = zero;
             1:        display = um;
             2:        display = dois;
             3:        display = tres;
             4:        display = quatro;
             5:        display = cinco;
             6:        display = seis;
             7:        display = sete;
             8:        display = oito;
             9:        display = nove;
             default:  display = branco;
          endcase
endmodule
==> flow_summary.ini <==
; synthesis and place-and-route metrics
[hold_path]
min_path_cells = 4
min_from = intReg[0]$_DFF_NP0_
hold_class = register to register
holdPathEnd = intReg[0]$_DFF_NP0_

[layout]
mi_logic_area_sq_um = 345
largestRegisters = intReg (4)
top_register = intReg
drive_above_1_share_pct = 70.3
final-seq-area_sq_um = 100
utilization_pct = 28.8
area_growth_pct = 154
largest_reg_flops = 4
stdcell_count = 147
fill_cells = 360

[drt]
ant_nets = 0
drt_first_iter_violations = 12
drt_first_pass_iters = 4
wl_per_cell_um = 10.3
n_antenna_cell = 0
drt-total-wl_um = 1520
via_per_inst = 3.61
vias = 531
drc = 0

[sta]
drv_slew = 0
layout_setup_ws_ns = -0.969
setup_violations = 11
max_slew_margin_pct = 87.9
grt_setup_unrepaired = true
hold_violations = 0
worst_slew_pin_slew_ns = 0.181
fin_skew_ns = 0.00392

[critical_path]
cp.required_ns = 1.12
cp.arrival_ns = 2.09
worst_setup_path_end_kind = output port
r2r_slack_ns = 0.03
critical_path.startpoint_type = register
worstReg2RegEnd = intReg[2]$_DFF_NP0_
reg2reg_from = intReg[0]$_DFF_NP0_
crit_start = intReg[0]$_DFF_NP0_
reg2reg_depth = 8
path_class = register to output port
crit_path_max_fanout = 3

[pwr]
leakage_nw = 0.462
power_uw = 265
p_per_area_nw_per_um2 = 270
vdd_drop_max_mv = 0.157

[global_routing]
gr-usage-all-layers_pct = 4.75
grt_overflow = 0
grt_first_pass_wirelength_um = 2490
grt_max_degree = 7
grt_pass1_vias = 550
antenna_found_initial = 0

[clocking]
cts.htree.levels = 1
cts_buffers = 3
clock_sinks = 4
clk_pin_slew_ns = 0.03
root_buffer = clkbuf_4
clkLatencyLatePin_ns = 0.25
tritoncts = yes
clockBufferDepth = 2
hold_buffers = 0

[run]
log.warning_count = 32
max_cap_violations = 0

[synthesis]
synthTopCellsByCount = o21ai_1 (7), nor2_1 (6), ha_1 (5), nand2_1 (5), dfrtn_1 (4)
synthFlopType = dfrtn_1
syn_area_per_cell_sq_um = 7.92
postSynthCellCount = 49
top_cells_by_area = dfrtn_1 (26%), ha_1 (16%), o21ai_1 (9.0%), nor2_1 (5.8%), nand2_1 (4.8%)
synth_top_cell_by_count = o21ai_1
synthArstFlopShare_pct = 100
yosys_warnings = 2
netlist_area_sq_um = 388
yosysUniqueCellTypes = 19
top_area_share_pct = 25.8
ys_ff = 4
yosysTopAreaCell = dfrtn_1
ys_seq_share_pct = 25.8
yosys-stat-cells = 49
edf_count = 0
ys_area_sq_um = 388

[floorplan]
rows = 21
die_h_um = 80
fp_util_pct = 11.4
die_x_um = 80
coreArea_sq_um = 3420
die-area_sq_um = 6400
ioPinCount = 14

[run_status]
outcome = finished with violations
violations = negative setup slack

[placed_design]
hpwl_um = 882
place_inst = 121
io_buffers = 13
gp_congestion = 0.731
## cell families after synthesis
| family | Yosys count | synth area share (%) |
|---|---|---|
| buffers and inverters | 5 | 7.74 |
| adder cells (fa/ha/maj) | 5 | 16.1 |
| flip-flops | 4 | 25.8 |
| AND/OR/NAND/NOR | 19 | 26.8 |
| XOR/XNOR | 1 | 2.26 |
| multiplexers | 1 | 2.58 |
| AND-OR/OR-AND | 14 | 18.7 |
## where the power goes
| group | total, mW | switching [mW] | internal (mW) |
|---|---|---|---|
| Sequential | 0.117 | 0 | 0.117 |
| Clock | 0.141 | 0.0448 | 0.0957 |
| Combinational | 0.00804 | 0.00291 | 0.00513 |
## timing repair
| action | 4_1_cts | 5_1_grt |
|---|---|---|
| endpoints found under the setup margin | 11 | 11 |
| pin swaps | 11 | 8 |
| resized | 61 | 9 |
| endpoints found under the hold margin | 0 | 0 |
| setup buffers | 19 | 8 |
## layout by cell type, fill, tap and decap left out
master | Yosys | layout
a21o_1 | 1 | 1
a21oi_1 | 3 | 1
a21oi_2 | 0 | 2
buf_12 | 0 | 1
buf_2 | 0 | 7
buf_4 | 1 | 24
buf_6 | 1 | 17
clkbuf_4 | 0 | 3
clkdlybuf4s50_1 | 0 | 2
dfrtn_1 | 4 | 4
ha_2 | 0 | 1
ha_4 | 0 | 4
inv_2 | 0 | 3
mux2i_1 | 1 | 1
nand2_1 | 5 | 4
nand2_2 | 1 | 2
nand2b_1 | 2 | 1
nand2b_2 | 2 | 1
nand2b_4 | 0 | 2
nor2_1 | 6 | 5
nor2_2 | 1 | 2
nor3b_1 | 1 | 1
nor3b_4 | 0 | 1
o21ai_1 | 7 | 9
o21ai_2 | 0 | 1
xnor2_1 | 1 | 1
## cell type report
cell class	count	area share (%)
inverters	3	1.15
repair buffers	51	45.4
clock buffers	3	2.29
well taps	46	5.85
flip-flops and latches	4	10.2
multi-input cells	40	35.1
## worst max-delay path by stage
stage	to	slack, ns	depth (start not counted)
CTS	display[3]	-0.99	6
global route	display[2]	-1.05	6
finish	display[3]	-0.97	6
## through the flow
stage	hold WS, ns	cell area (sq um)	TNS, ns	worst slack (ns)
floorplan	0.420	403	-3.75	-0.605
global placement	0.589	684	-10.16	-1.07
detailed placement	0.586	684	-10.17	-1.06
CTS	0.744	918	-8.78	-0.993
global route	0.817	983	-9.57	-1.05
finish	0.784	983	-8.72	-0.969
## worst max-delay path, cell delays in order (launching register included)
cell     delay (ns)
dfrtn_1        0.46
inv_2          0.09
ha_4           0.28
inv_2          0.04
o21ai_1        0.10
o21ai_1        0.07
buf_2          0.11
## per-layer routing
layer | part of all wire, % | track usage (%)
met5 | 0 | 0
met4 | 0.79 | 0.880
met3 | 5.1 | 1.14
met2 | 50 | 7.95
met1 | 44 | 6.07
Power is estimated from default activity; no workload was simulated.
